==> /design/flow/design.v <==
module ALU (
    alu_in1, 
    alu_in2,
    alu_command,
    status_register,
    alu_out,
    alu_status_register_out
    );
    input [32 - 1:0] alu_in1, alu_in2;
    input [4 - 1:0] alu_command;
    input [3:0] status_register;
    output reg [32 - 1:0] alu_out;
    output [3:0] alu_status_register_out;
    wire cin;
    assign cin = status_register[1];
    wire z, n; 
    assign z = (alu_out == 32'b0) ? 1'b1 : 1'b0;
    assign n = (alu_out[32 - 1]); 
    reg v, cout; 
    assign alu_status_register_out = {z, cout, n, v};
    always @(*) begin
        cout = 1'b0;
        v = 1'b0;
        case (alu_command)
            4'b1101:
                alu_out = alu_in2;
            4'b1111:
                alu_out = ~alu_in2; 
            4'b0100:
                begin
                    {cout, alu_out} = alu_in1 + alu_in2;
                    v = ((alu_in1[32 - 1] == alu_in2[32 - 1])
                            & (alu_out[32 - 1] != alu_in1[32 - 1]));
                end
            4'b0101:
                begin
                    {cout, alu_out} = alu_in1 + alu_in2 + cin;
                    v = ((alu_in1[32 - 1] == alu_in2[32 - 1]) 
                        & (alu_out[32 - 1] != alu_in1[32 - 1]));
                end
            4'b0010:
                begin
                    {cout, alu_out} = alu_in1 - alu_in2;
                    v = ((alu_in1[32 - 1] == ~alu_in2[32 - 1])
                        & (alu_out[32 - 1] != alu_in1[32 - 1]));
                end
            4'b0110:
                begin
                    {cout, alu_out} = alu_in1 - alu_in2 - 1 + cin;
                    v = ((alu_in1[32 - 1] == alu_in2[32 - 1])
                        & (alu_out[32 - 1] != alu_in1[32 - 1]));
                end
            4'b0000:
                alu_out	 = 	alu_in1 & alu_in2;
            4'b1100:
                alu_out	 = 	alu_in1 | alu_in2;
            4'b0001:
                alu_out	 = 	alu_in1 ^ alu_in2;
            4'b1010:
                begin
                    {cout, alu_out} = {alu_in1[31], {alu_in1}} - {alu_in2[31], {alu_in2}};
                        v = ((alu_in1[32 - 1] == ~alu_in2[32 - 1])
                            & (alu_out[32 - 1] != alu_in1[32 - 1]));
                end
            4'b1000:
                alu_out	 = 	alu_in1 & alu_in2;
            4'b0100:
                alu_out	 = 	alu_in1 + alu_in2;
            4'b0100:
                alu_out	 = 	alu_in1 + alu_in2;
        endcase
    end    
endmodule
module EXE_Stage(
	clk, 
	rst,
	pc_in, 
	wb_enable_in, 
	mem_read_in, 
	mem_write_in, 
	status_register_write_enable, 
	branch_taken_in, 
	execute_command_in,
	immediate_in, 
	signed_immediate_24_in, 
	shift_operand_in, 
	val_rn_in, 
	val_rm_in, 
	status_register_in,
	pc_out,
	status_bits, 
	alu_res,
	branch_address,
	alu_res_in_MEM,
	wb_value_WB,
	alu_mux_src_1_sel,
	alu_mux_src_2_sel,
	val_rm_mux_out
);
	input clk, rst;
	input [32 - 1: 0] pc_in;
	input wb_enable_in, mem_read_in, mem_write_in, status_register_write_enable, branch_taken_in;
	input [4 - 1 : 0] execute_command_in;
	input immediate_in;
	input [23:0] signed_immediate_24_in;
	input [12 - 1 : 0] shift_operand_in;
	input [32 - 1: 0] val_rn_in, val_rm_in;
	input [3:0] status_register_in; 
	input [32 - 1 : 0] alu_res_in_MEM;
	input [32 - 1 : 0] wb_value_WB;
	input [1:0] alu_mux_src_1_sel;
	input [1:0] alu_mux_src_2_sel;
	output [32 - 1: 0] pc_out;
	output [3:0] status_bits;
	output [32 - 1 : 0] alu_res;
	output [32 - 1 : 0] branch_address;
	output [32 - 1 : 0] val_rm_mux_out;
	assign pc_out = pc_in;
	wire [32 - 1 : 0] alu_out;
	wire [32 - 1 : 0] val2out;
	wire [32 - 1 : 0] alu_mux_rn_out;
	wire [32 - 1 : 0] alu_mux_rm_out;
	ALU alu(
    	.alu_in1(alu_mux_rn_out), 
		.alu_in2(val2out),
    	.alu_command(execute_command_in),
    	.status_register(status_register_in),
    	.alu_out(alu_out),
    	.alu_status_register_out(status_bits)
    );
	assign alu_res = alu_out;
	wire is_mem_command;
	assign is_mem_command = mem_read_in | mem_write_in;
	mux_3_to_1 #(32) alu_mux_src_1(
		.in1(val_rn_in),
		.in2(alu_res_in_MEM),
		.in3(wb_value_WB),
		.sel(alu_mux_src_1_sel),
		.out(alu_mux_rn_out)
	);
	mux_3_to_1 #(32) alu_mux_src_2(
		.in1(val_rm_in),
		.in2(alu_res_in_MEM),
		.in3(wb_value_WB),
		.sel(alu_mux_src_2_sel),
		.out(alu_mux_rm_out)
	);
	assign val_rm_mux_out = alu_mux_rm_out;
	val2gen v2g(
		.val_rm(alu_mux_rm_out),
        .shift_operand(shift_operand_in),
        .immediate(immediate_in), 
		.is_mem_command(is_mem_command),
        .val2_out(val2out)
		);
	wire [32 - 1 : 0] adder_out;
	wire [32 - 1 : 0] sign_immediate_extended = { {8{signed_immediate_24_in[23]}}, signed_immediate_24_in}; 
	assign adder_out = pc_in + (sign_immediate_extended << 2);	
	assign branch_address = adder_out;
endmodule 
module mux_3_to_1 
    #(parameter WIDTH=32)
(
    in1,
    in2,
    in3,
    sel,
    out
);
    input [WIDTH - 1 : 0] in1;
    input [WIDTH - 1 : 0] in2;
    input [WIDTH - 1 : 0] in3;
    input [1:0] sel;
    output reg [WIDTH - 1 : 0] out;
    always @(*) begin
        out = {WIDTH{1'b0}};
        if (sel == 2'b00)
            out = in1;
        else if (sel == 2'b01)
            out = in2;
        else if (sel == 2'b10)
            out = in3;
    end
endmodule
module val2gen(
		input [32 - 1:0] val_rm,
        input [11:0] shift_operand,
        input immediate, is_mem_command,
        output reg [32 - 1:0] val2_out
		);
    reg [2 * (32) - 1 : 0] tmp;
    integer i;
    always @(val_rm, shift_operand, immediate, is_mem_command) begin
        val2_out = 32'b0;
        tmp = 0;
        if (is_mem_command == 1'b0) begin
            if (immediate == 1'b1) begin
                val2_out = {24'b0 ,shift_operand[7 : 0]};
                tmp = {val2_out, val2_out} >> (({{2'b0},shift_operand[11 : 8]}) << 1);
                val2_out = tmp[32 - 1 : 0];
            end 
            else 
            if(immediate == 1'b0 && shift_operand[4] == 0) begin
                case(shift_operand[6:5])
                    2'b00 : begin
                        val2_out = val_rm << shift_operand[11 : 7];
                    end
                    2'b01 : begin
                        val2_out = val_rm >> shift_operand[11 : 7];
                    end
                    2'b10 : begin
                        val2_out = val_rm >>> shift_operand[11 : 7];
                    end
                    2'b11 : begin
                        tmp = {val_rm, val_rm} >> (shift_operand[11 : 7]);
                        val2_out = tmp[32 - 1 : 0];
                    end
                endcase
            end
        end 
        else  
        begin
            val2_out = { {20{shift_operand[11]}} , shift_operand[11 : 0]}; 
        end
    end
endmodule 
==> /design/flow/run.sh <==
#!/bin/bash
# OpenROAD 26Q1-2900-gdf79404cd8, Yosys 0.63+post, stock flow scripts
make -C /OpenROAD-flow-scripts/flow DESIGN_CONFIG=/design/flow/config.mk WORK_HOME=/design/flow/orfs finish
==> /design/flow/config.mk <==
export PLATFORM = sky130hd
export DESIGN_NAME = EXE_Stage
export DESIGN_NICKNAME = EXE_Stage
export VERILOG_FILES = /design/flow/design.v
export SDC_FILE = /design/flow/constraint.sdc
export NUM_CORES = 4
export LEC_CHECK = 1
export CORE_UTILIZATION = 30
==> /design/flow/constraint.sdc <==
current_design EXE_Stage

set clk_period 36.1
set clk_io_pct 0.2

create_clock -name clk0 -period $clk_period

set non_clock_inputs [all_inputs -no_clocks]
set_input_delay [expr $clk_period * $clk_io_pct] -clock clk0 $non_clock_inputs
set_output_delay [expr $clk_period * $clk_io_pct] -clock clk0 [all_outputs]
==> results_slide.txt <==
Key Metrics from the Run

Final timing
  – Fmax: about 42 MHz
  – Final Slew Violations: 0
  – RSZ-0062 raised after global routing: no
  – Fin Setup TNS: 0 ps
  – Fin crit period: 23560 ps
  – Final Hold Fails: 0
  – Relative slew slack: 0.351
  – Fin crit share: 0.653
  – Worst slew pin tran: 963 ps
  – Endpoints left unconstrained: between 60 and 70
  – Worst hold slack: 14440 ps
  – Setup violators final: 0
  – Count of unclocked register or latch pins: 32

Cells and area
  – Final cell count without fillers: roughly 3500
  – Area growth syn-to-layout: 21.0%
  – Largest register FFs: 32
  – Layout cell share with drive strength beyond 1: 0.106

Job
  – Tool warnings: 104
  – MaxCap Viol Count: 0

Detailed routing
  – DRT iter0 DRCs: 2515
  – Via density: approximately 6.2
  – Post-route antenna net violation count: 0
  – Wire length per cell: 26.2 um
  – Drt drc: 0
  – Final WL: 92100 um
  – Pre-Repair DR Iteration Count: 7
  – DR vias: 21762

Global routing
  – GRT Util Overall: 0.294
  – Pin count of the biggest net entering global routing: ~66
  – Vias in the first global route: 19642
  – First-pass GRT wire length: 133000 um
  – GRT overflow: 0
  – Initial antenna violation count: 2

CTS
  – Setup bufs post-CTS: 0
  – Count of hold-fix buffers inserted at cts: 0
  – Post-cts sizing count: 0

Power
  – Power Density: 22.8 nW/um2
  – Leak: 8.51 nW
  – Max VDD drop: ~10 uV

Synth
  – Syn_area_per_cell: 7.14 um2
  – Ys flops: 32
  – Top cells, area: mux4_2 9.3%, ha_1 8.9%, mux2i_1 6.4%, a21oi_1 4.8%, nor2_1 4.6%
  – Synth Cell Area: 18200 um2
  – Yosys Chip Area: 18200 um2
  – Dominant cell type by area after synthesis: mux4_2
  – YS warnings: 3
  – Number of synthesized flops with an enable pin: 0
  – Count leader, synth: nor2_1
  – Asr flop ratio synth: 0
  – Main flop type: dlxtn_1
  – Area share, top type: 0.0930
  – Ys cells: roughly 2500
  – Mapped Cells: 2544
  – Yosys cell types: 107
  – Post-synth top cells: 224 x nor2_1, 217 x nand2_1, 174 x a21oi_1, 164 x o21ai_0, 129 x ha_1

Placed design
  – Placer Congestion: ~1.0
  – Placed cell count: 3511
  – DP HPWL: 74500 um
  – # port buffers: 334

Setup path
  – CP Max Fanout: 62
  – Critical Path End Type: output pin
  – CP startpoint kind: primary input
  – Req. time, crit path: 28880 ps
  – WS Path Type: primary input to output pin
  – WP data arrival: 16340 ps

Floorplan
  – Chip height: about 250 um
  – DIE WIDTH: 248 um
  – Fp util: 0.305
  – IO Pins: 348
  – Die area: slightly above 60000 um2
  – Core area: 59500 um2
  – Site row count: 89

Worst hold path
  – Worst hold path depth: 0
  – Hold Crit Class: primary input to output pin

Outcome
  – Outcome: finished, final reports clean
==> power breakdown <==
part / switching (W) / internal, W
clock network: 0 / 0.00000000000744
logic: 0.000297 / 0.000196
registers: 0.00000129 / 0.00000569
==> metrics by stage <==
| stage | util | setup WS (ps) | instance area (um2) | power, W |
|---|---|---|---|---|
| floorplan | - | 15600 | 18200 | 0.000314 |
| global placement | 0.370 | 12810 | 22000 | 0.000489 |
| detailed placement | 0.370 | 12830 | 22000 | 0.000486 |
| CTS | 0.370 | 12780 | 22000 | 0.000489 |
| global route | 0.370 | 12100 | 22000 | 0.000533 |
| finish | 0.370 | 12540 | 22000 | 0.000500 |
==> placed cells by master, fill, tap and decap left out, drive strengths merged, types with 21 or more instances in the layout <==
cell type / n
clkdlybuf4s50: 325
nor2: 224
nand2: 217
o21ai: 180
a21oi: 174
ha: 129
inv: 124
mux2i: 117
xnor2: 94
buf: 93
mux4: 75
mux2: 57
nand2b: 52
nand3: 51
nor3: 50
o22ai: 46
o211ai: 43
nor2b: 41
a211oi: 39
a21o: 36
dlxtn: 32
a31oi: 30
a221oi: 30
nand4: 29
a22oi: 28
xor2: 28
nor4: 28
o21a: 26
a22o: 24
and3: 21
==> kinds of logic after synthesis <==
| logic type | after synthesis | synth area share |
|---|---|---|
| buffers and inverters | 354 | 0.0878 |
| AOI/OAI and AO/OA | 866 | 0.327 |
| and+or+nand+nor | 789 | 0.213 |
| latches | 32 | 0.0264 |
| muxes | 249 | 0.193 |
| xor gates and xnor gates | 122 | 0.0607 |
| adders and majority gates | 132 | 0.0922 |
==> per-layer routing <==
layer / wire length, um / global-route usage / vias to the layer above
met5: 76 / 0.00874 / -
met4: 3620 / 0.0956 / 2
met3: 10700 / 0.0900 / 155
met2: 38900 / 0.418 / 1222
met1: 38800 / 0.423 / 10416
li1: - / - / 9967
==> worst max-delay path, cell delays in order <==
cell             delay [ps]
buf_4                   310
buf_4                   660
mux2i_1                 370
o21ai_0                 740
nand2_1                 310
a31o_2                  370
nor2_1                   90
a21oi_1                  70
o2bb2ai_1               450
o21a_1                  200
a21oi_1                  70
o311ai_1                680
ha_1                    560
a21oi_1                 300
o21ai_1                 190
o21ai_0                 520
nand4_1                 270
a221oi_1                610
xnor2_1                 260
or3b_1                  420
nor4_2                  250
nand3_1                 170
mux2i_1                 180
o31a_1                  300
a21oi_1                 210
clkdlybuf4s50_1         520
==> area by class of cell <==
type                            instances  area, um2
Tap cell                              773        967
Inverter                              130        488
Sequential cell                        32        480
Fill cell                            6344      37500
Multi-Input combinational cell       2158      16100
Timing Repair Buffer                  418       3930
Antenna cell                            2       5.00
==> final timing paths <==
check	start	to
hold / removal	pc_in[0]	branch_address[0]
setup / recovery	alu_mux_src_2_sel[0]	status_bits[0]
Power is estimated from default activity; no workload was simulated.
