==> design.v <==
module MEM_Stage(
	clk,
	rst,
	pc_in,
	mem_write_in,
	mem_read_in,
	alu_res_in,
	val_rm_in,
	data_mem_out,
	pc_out,
	alu_res_out_MEM,
	freeze_MEM
);
	input clk;
	input rst;
	input [32 - 1 : 0] pc_in;
	input mem_write_in;
	input mem_read_in;
	input [32 - 1 : 0] alu_res_in;
	input [32 - 1 : 0] val_rm_in;
	output [32 - 1 : 0] data_mem_out;
	output [32 - 1 : 0] pc_out;
	output freeze_MEM;
	assign pc_out = pc_in;
	output [32 - 1 : 0] alu_res_out_MEM;
	assign alu_res_out_MEM = alu_res_in;
	wire [32 - 1 : 0] sram_addr;
    wire [32 - 1 : 0] sram_write_data;
    wire sram_write_en;
    wire sram_read_en;
    wire [2 * 32 - 1 : 0] sram_read_data; 
    wire sram_ready;
    SRAM_Controller64 sram_ctrl(
        .clk(clk),
        .rst(rst),
        .write_en(sram_write_en),
        .read_en(sram_read_en),
        .addr(sram_addr), 
        .st_val(sram_write_data),
        .read_data(sram_read_data),
        .ready(sram_ready)
    );
	wire cache_ready;
    cache_controller cache_ctrl(
        .clk(clk),
        .rst(rst),
        .addr(alu_res_in), 
        .write_data(val_rm_in),
        .mem_read_enable(mem_read_in), 
        .mem_write_enable(mem_write_in),
        .read_data(data_mem_out),
        .ready(cache_ready),
        .sram_addr(sram_addr),
        .sram_write_data(sram_write_data),
        .sram_write_en(sram_write_en),
        .sram_read_en(sram_read_en),
        .sram_read_data(sram_read_data), 
        .sram_ready(sram_ready)
    );
	assign freeze_MEM = ~cache_ready;
endmodule 
`timescale 1ns/1ns
module SRAM64(
    clk,
    rst,
    SRAM_WE_N,
    SRAM_ADDR,  
    SRAM_DQ 
);
    input clk;
    input rst;
    input SRAM_WE_N;
    input [16 : 0] SRAM_ADDR; 
    inout [63 : 0] SRAM_DQ;  
    reg [31 : 0] memory [0 : 511];  
    assign #30 SRAM_DQ = SRAM_WE_N ? {memory[{SRAM_ADDR[16:1], 1'b1}], memory[{SRAM_ADDR[16:1], 1'b0}]}: 64'bz;
    always @(posedge clk) begin
        if(~SRAM_WE_N) begin
            memory[SRAM_ADDR] <= SRAM_DQ[31 : 0];
        end
    end
endmodule
module SRAM_Controller64(
    clk,
    rst,
    write_en,
    read_en,
    addr, 
    st_val,
    read_data,
    ready
);
    input clk, rst;
    input write_en, read_en;
    input [31 : 0] addr;
    input [31 : 0] st_val;
    output [63 : 0] read_data;
    output ready;
    wire [63 : 0] SRAM_DQ;
    wire [16 : 0] SRAM_ADDR;
    wire SRAM_UB_N, SRAM_LB_N, SRAM_WE_N, SRAM_CE_N, SRAM_OE_N;
    assign SRAM_UB_N = 1'b0;
    assign SRAM_LB_N = 1'b0;
    assign SRAM_CE_N = 1'b0;
    assign SRAM_OE_N = 1'b0;
    assign SRAM_WE_N = write_en ? 1'b0 : 1'b1;
    assign SRAM_ADDR = addr[18 : 2];
    assign SRAM_DQ = write_en ? {32'b0, st_val} : 64'bzzzz_zzzz_zzzz_zzzz_zzzz_zzzz_zzzz_zzzz_zzzz_zzzz_zzzz_zzzz_zzzz_zzzz_zzzz_zzzz;
    assign read_data = SRAM_DQ;
    reg [2 : 0] cnt;
	reg [1 : 0] ps, ns;
    reg cnt_enable;
    parameter [1 : 0] IDLE = 2'b0;
    parameter [1 : 0] READ_WAIT = 2'b01;
    parameter [1 : 0] WRITE_WAIT = 2'b10;
    always @(posedge clk, posedge rst) begin
        if (rst)
            ps <= 3'b0;
        else
            ps <= ns;
    end
    always @(*) begin
        case (ps)
            IDLE: begin
                if (read_en)
                    ns = READ_WAIT;
                else if (write_en)
                    ns = WRITE_WAIT;
                else
                    ns = IDLE;
            end
            READ_WAIT: begin
                if (cnt != 3'b100)
                    ns = READ_WAIT;
                else
                    ns = IDLE;
            end
            WRITE_WAIT: begin
                if (cnt != 3'b100)
                        ns = WRITE_WAIT;
                    else
                        ns = IDLE;
            end
        endcase
    end
    always @(ps) begin
        cnt_enable = 1'b0;
        case (ps)
            IDLE: begin end
            READ_WAIT: cnt_enable = 1'b1;
            WRITE_WAIT: cnt_enable = 1'b1;
        endcase
    end
    assign ready = ~(read_en || write_en) ? 1'b1 : (cnt == 3'b100);
    always @(posedge clk, posedge rst) begin
        if (rst)
            cnt <= 3'b0;
        else if (cnt_enable) begin
            if (cnt == 3'b100 + 1)
                cnt <= 3'b0;
            else
                cnt <= cnt + 1;
        end
    end
    SRAM64 sram64(
        .clk(clk),
        .rst(rst),
        .SRAM_WE_N(SRAM_WE_N),
        .SRAM_ADDR(SRAM_ADDR),  
        .SRAM_DQ(SRAM_DQ) 
    );
endmodule
module cache(
    clk,
    rst,
    address,
    write_data,
    cache_read_en,
    cache_write_en,
    invalidate,
    read_data,
    hit
);
    input clk, rst;
    input [16 : 0] address;
    input [63 : 0] write_data;
    input cache_read_en, cache_write_en, invalidate;
    output [32 - 1 : 0] read_data;
    output hit;
    wire [10 - 1 : 0] tag;
    wire col;
    wire [5 : 0] row;
    assign {tag, row, col} = address;
    reg [32 - 1 : 0] data_0 [0 : 1][0 : 64 - 1];
    reg [32 - 1 : 0] data_1 [0 : 1][0 : 64 - 1];
    reg [10 - 1 : 0] tag_0 [0 : 64 - 1];
    reg [10 - 1 : 0] tag_1 [0 : 64 - 1];
    reg valid_0 [0 : 64 - 1];
    reg valid_1 [0 : 64 - 1];
    reg lru [0 : 64 - 1];
    wire set_0_hit, set_1_hit;
    assign set_0_hit = (tag_0[row] == tag) & valid_0[row];
    assign set_1_hit = (tag_1[row] == tag) & valid_1[row];
    mux2to1 #(.WORD_LEN(32)) read_data_mux(
        .a(data_0[col][row]),
        .b(data_1[col][row]),
        .sel_a(set_0_hit),
        .sel_b(set_1_hit),
        .out(read_data)
    );
    assign hit = set_0_hit | set_1_hit;
    always @(posedge clk)
    if (cache_read_en & hit)
        lru[row] <= set_0_hit ? 1'b0: 1'b1;
    always @(posedge clk) begin
        if (invalidate & hit) begin
            if (set_0_hit) begin
                valid_0[row] <= 1'b0;
                lru[row] <= 1'b1;
            end
            else if (set_1_hit) begin
                valid_1[row] <= 1'b0;
                lru[row] <= 1'b0;
            end
        end
    end
    always @(posedge clk) begin
        if (cache_write_en) begin
            if (~lru[row]) begin
                data_1[1][row] <= write_data[63 : 32];
                data_1[0][row] <= write_data[31 : 0];
                tag_1[row] <= tag;
                valid_1[row] <= 1'b1;
            end
            else if (lru[row]) begin
                data_0[1][row] <= write_data[63 : 32];
                data_0[0][row] <= write_data[31 : 0];
                tag_0[row] <= tag;
                valid_0[row] <= 1'b1;
            end
        end
    end
    integer i;
    initial for (i = 0; i < 64 ; i = i + 1) begin
        {valid_0[i], valid_1[i]} = 2'b0;
        {tag_0[i], tag_1[i]} = {10'b0, 10'b0};
        lru[i] = 1'b0;
    end
endmodule
module cache_controller(
    clk, 
    rst, 
    addr, 
    write_data,
    mem_read_enable, 
    mem_write_enable,
    sram_ready,
    read_data,
    sram_read_data,
    sram_addr,
    sram_write_data,
    sram_write_en,
    sram_read_en,
    ready
);
    input clk, rst;
    input [32 - 1 : 0] addr;
    input [32 - 1 : 0] write_data;
    input mem_read_enable, mem_write_enable;
    input [2 * 32 - 1 : 0] sram_read_data;
    input sram_ready;
    output reg [32 - 1 : 0] sram_addr;
    output reg [32 - 1 : 0] sram_write_data;
    output reg [32 - 1 : 0] read_data;
    output ready;
    output sram_write_en, sram_read_en;
    wire [16 : 0] cache_addr;
    assign cache_addr = addr[17 : 2];
    wire [32 - 1 : 0] cache_read_data;
    wire cache_write_en, cache_read_en, cache_invalidate;
    wire cache_hit;
    cache cache(
        .clk(clk),
        .rst(rst),
        .address(cache_addr),
        .write_data(sram_read_data),
        .cache_read_en(cache_read_en),
        .cache_write_en(cache_write_en),
        .invalidate(cache_invalidate),
        .read_data(cache_read_data),
        .hit(cache_hit)
    );
    reg [2 : 0] ps, ns;
    parameter   IDLE = 3'b000, 
                MISS = 3'b001, 
                WRITE = 3'b010;
    assign sram_write_en = (ps == WRITE);
    assign sram_read_en = (ps == MISS);
    assign ready = (ns == IDLE);
    assign cache_read_en = (ps == IDLE);
    assign cache_write_en = (ps == MISS && sram_ready);
    assign cache_invalidate = (ps == IDLE && ns == WRITE);
    always @(posedge clk, posedge rst) begin
        if (rst)
            ps <= IDLE;
        else
            ps <= ns;
    end
    always @(*)
    begin
        case (ps)
            IDLE: begin
            if (mem_read_enable && ~cache_hit)
                ns = MISS;
            else if (mem_write_enable)
                ns = WRITE;
            else
                ns = IDLE; 
            end
            MISS: begin
                if (sram_ready)
                    ns = IDLE;
                else
                    ns = MISS;
            end
            WRITE: begin
                if (sram_ready)
                    ns = IDLE;
                else
                    ns = WRITE;
            end
        endcase
    end
    always @(*) begin
        read_data = 32'b0;
        if (ps == IDLE && cache_hit)
            read_data = cache_read_data;
        else 
        if (ps == MISS && sram_ready) begin
            read_data = addr[2] ? sram_read_data[63:32] : sram_read_data[31:0];
        end
    end
    always @(*)
    begin
        sram_write_data = 32'b0;
        if (ps == WRITE)
            sram_write_data = write_data;
    end
    always @(*)
    begin
        sram_addr = 32'b0;
        if (ps == MISS || ps == WRITE)
            sram_addr = addr;
    end
endmodule
module mux2to1 #(parameter WORD_LEN=32) (
    a, 
    b, 
    sel_a, 
    sel_b, 
    out
    );
    input [WORD_LEN - 1:0] a, b;
    input sel_a, sel_b;
    output reg [WORD_LEN - 1:0] out;
    always @(a or b or sel_a or sel_b)
    begin
        out = 0;
        if (sel_a)
            out = a;
        else if (sel_b)
            out = b; 
    end
endmodule
==> run.sh <==
#!/bin/bash
# OpenROAD 26Q1-2900-gdf79404cd8, Yosys 0.63+post, stock flow scripts
make -C /OpenROAD-flow-scripts/flow DESIGN_CONFIG=/design/flow/config.mk WORK_HOME=/design/flow/orfs finish
==> config.mk <==
export PLATFORM = sky130hd
export DESIGN_NAME = MEM_Stage
export DESIGN_NICKNAME = MEM_Stage
export VERILOG_FILES = /design/flow/design.v
export SDC_FILE = /design/flow/constraint.sdc
export NUM_CORES = 4
export LEC_CHECK = 1
export CORE_UTILIZATION = 30
export SYNTH_MEMORY_MAX_BITS = 65536
==> constraint.sdc <==
current_design MEM_Stage

set clk_period 184.5
set clk_io_pct 0.2

create_clock -name clk0 -period $clk_period [get_ports {clk}]

set non_clock_inputs [all_inputs -no_clocks]
set_input_delay [expr $clk_period * $clk_io_pct] -clock clk0 $non_clock_inputs
set_output_delay [expr $clk_period * $clk_io_pct] -clock clk0 [all_outputs]
==> job_summary.md <==
### Metrics collected by this job

| Metric | Value |
|---|---|
| Status | `did not finish` |
| Stopping stage | `1_2_yosys` |
| Error | `ERROR: Found 32 problems in 'check -assert'.` |
| Distinct cells, synth | `95` |
| Ys cells | `32100` |
| Synth area leaders | `edfxtp_1 78%, mux2i_1 3.1%, nand2_1 2.9%` |
| Flops after synth | `13600` |
| Yosys stat area | `526000 µm²` |
| Async SR Flop Fraction | `0.0513%` |
| Most area-hungry cell type in the Yosys netlist | `edfxtp_1` |
| Synth cell count leaders | `13600 x edfxtp_1, 4034 x nand2_1, 1607 x mux2i_1, 1144 x nand3_1, 1044 x nor2_1` |
| EDFF count, synth | `13600` |
| Count leader, synth | `edfxtp_1` |
| Ys Warns | `7` |
| Top_reg_cell synth | `edfxtp_1` |
| Top-area cell type share of the netlist area | `77.9%` |
cells by family after synthesis:
logic type               Yosys count  share of synthesized area [%]
multiplexers                    2248                           4.88
AND/OR/NAND/NOR                 7236                           5.95
buffers and inverters           2389                           2.13
latches                            4                         0.0114
AND-OR/OR-AND                   6560                           9.09
flip-flops                     13600                           77.9
adder cells (fa/ha/maj)            7                         0.0167
XOR/XNOR                          10                         0.0167
