<file path="flow/constraint.sdc">
current_design ID_Stage

set clk_period 10.7
set clk_io_pct 0.2

create_clock -name clk0 -period $clk_period [get_ports {clk}]

set non_clock_inputs [all_inputs -no_clocks]
set_input_delay [expr $clk_period * $clk_io_pct] -clock clk0 $non_clock_inputs
set_output_delay [expr $clk_period * $clk_io_pct] -clock clk0 [all_outputs]
</file>
<file path="flow/config.mk">
export PLATFORM = sky130hd
export DESIGN_NAME = ID_Stage
export DESIGN_NICKNAME = ID_Stage
export VERILOG_FILES = /design/flow/design.v
export SDC_FILE = /design/flow/constraint.sdc
export NUM_CORES = 4
export LEC_CHECK = 1
export CORE_UTILIZATION = 30
</file>
<file path="flow/design.v">
module Condition_Check (
    cond,
    stat_reg,
    cond_state
);
    input [4 - 1:0] cond;
    input [4 - 1:0] stat_reg;
    output cond_state;
    wire z, c, n, v;
    assign {z, c, n, v} = stat_reg;
    reg cond_state_reg;
    always @(cond, z, c, n, v) begin
        cond_state_reg = 1'b0;
        case(cond)
            4'b0000 : begin
                cond_state_reg = z;
            end
            4'b0001 : begin
                cond_state_reg = ~z;
            end
            4'b0010 : begin
                cond_state_reg = c;
            end
            4'b0011 : begin
                cond_state_reg = ~c;
            end
            4'b0100 : begin
                cond_state_reg = n;
            end
            4'b0101 : begin
                cond_state_reg = ~n;
            end
            4'b0110 : begin
                cond_state_reg = v;
            end
            4'b0111 : begin
                cond_state_reg = ~v;
            end
            4'b1000 : begin
                cond_state_reg = c & ~z;
            end
            4'b1001 : begin
                cond_state_reg = ~c | z;
            end
            4'b1010 : begin
                cond_state_reg = (n & v) | (~n & ~v);
            end
            4'b1011 : begin
                cond_state_reg = (n & ~v) | (~n & v);
            end
            4'b1100 : begin
                cond_state_reg = ~z & ((n & v) | (~n & ~v));
            end
            4'b1101 : begin
                cond_state_reg = z | (n & ~v) | (~n & ~v);
            end
            4'b1110 : begin
                cond_state_reg = 1'b1;
            end
        endcase
    end
    assign cond_state = cond_state_reg;
endmodule
module ControlUnit(
		mode, opcode, s,
		exe_cmd, mem_read, mem_write,
		wb_enable, branch_taken, status_write_enable
		);
	input[2 - 1 : 0] mode;
	input[4 - 1 : 0] opcode;
	input s;
	output reg[4 - 1 : 0] exe_cmd;
	output reg mem_read, mem_write, wb_enable,
			branch_taken, status_write_enable;
	always @(mode, opcode, s) begin
		exe_cmd = 0; mem_read = 0;
		mem_write = 0; wb_enable = 0;
		branch_taken = 0;
		status_write_enable = 0;
		case (mode)
			2'b00 : begin
				case (opcode) 
					4'b1101 : begin
						wb_enable = 1'b1;
						status_write_enable = s;
						exe_cmd = 4'b1101;
					end
					4'b1111 : begin
						wb_enable = 1'b1;
						status_write_enable = s;
						exe_cmd = 4'b1111;
					end
					4'b0100 : begin
						wb_enable = 1'b1;
						status_write_enable = s;
						exe_cmd = 4'b0100;
					end
					4'b0101 : begin
						wb_enable = 1'b1;
						status_write_enable = s;
						exe_cmd = 4'b0101;
					end
					4'b0010 : begin
						wb_enable = 1'b1;
						status_write_enable = s;
						exe_cmd = 4'b0010;
					end		
					4'b0110 : begin
						wb_enable = 1'b1;
						status_write_enable = s;
						exe_cmd = 4'b0110;
					end
					4'b0000 : begin
						wb_enable = 1'b1;
						status_write_enable = s;
						exe_cmd = 4'b0000;
					end
					4'b1100 : begin
						wb_enable = 1'b1;
						status_write_enable = s;
						exe_cmd = 4'b1100;
					end
					4'b0001 : begin
						wb_enable = 1'b1;
						status_write_enable = s;
						exe_cmd = 4'b0001;
					end
					4'b1010 : begin
						wb_enable = 1'b0;
						status_write_enable = 1'b1;
						exe_cmd = 4'b1010;
					end
					4'b1000: begin
						wb_enable = 1'b0;
						status_write_enable = 1'b1;
						exe_cmd = 4'b1000;
					end
				endcase
			end
			2'b01 : begin
				case (s) 
					1'b1: begin
						wb_enable = 1'b1;
						status_write_enable = 1'b1;
						exe_cmd = 4'b0100;
						mem_read = 1'b1;
					end
					1'b0: begin
						wb_enable = 1'b0;
						status_write_enable = 1'b0;
						exe_cmd = 4'b0100;
						mem_write = 1'b1;
					end
				endcase
			end
			2'b10 : begin
				branch_taken = 1'b1;
			end
		endcase
	end
endmodule
module ID_Stage(
	clk,
	rst,
	PC_in,
	instruction_in,
	hazard,
	status_register_in,	
	wb_dest,
	wb_value,
	wb_enable_WB,
	PC,
	mem_read_out, 
	mem_write_out, 
	wb_enable_out,
	execute_command_out,
	branch_taken_out, 
	status_write_enable_out,
	reg_file_out1, 
	reg_file_out2,
	two_src,
	src1_out, 
	src2_out,
	immediate_out,
	signed_immediate,
	shift_operand,
	dest_reg_out  
);
	input clk;
	input rst;
	input[32 - 1: 0] PC_in;
	input[32 - 1:0] instruction_in;
	input hazard;
	input [3:0] status_register_in;
	input [4 - 1 : 0] wb_dest;
	input [32 - 1 : 0] wb_value;
	input wb_enable_WB;
	output[32 - 1: 0] PC;
	output mem_read_out, mem_write_out, wb_enable_out;
	output [4 - 1:0] execute_command_out;
	output branch_taken_out, status_write_enable_out;
	output [32 - 1:0] reg_file_out1, reg_file_out2;
	output two_src;
	output [4 - 1 : 0] src1_out, src2_out;
	output immediate_out;
	output [23:0] signed_immediate;
	output [12 - 1:0] shift_operand;
	output [4 - 1:0] dest_reg_out;  
	assign PC = PC_in;
	assign src1_out = instruction_in[19:16];
	wire two_src_mem_write_en;
	wire control_unit_mux_enable;
	wire mem_write;
	assign two_src_mem_write_en = control_unit_mux_enable == 1'b0 ? mem_write : 1'b0;
	assign two_src = (~instruction_in[25]) | (two_src_mem_write_en);
	wire mem_read, wb_enable, branch_taken, status_write_enable;
	wire [4 - 1:0] execute_command;
	ControlUnit control_unit(
		.mode(instruction_in[27:26]),
		.opcode(instruction_in[24:21]), 
		.s(instruction_in[20]),
		.exe_cmd(execute_command), 
		.mem_read(mem_read), 
		.mem_write(mem_write),
		.wb_enable(wb_enable), 
		.branch_taken(branch_taken),
		.status_write_enable(status_write_enable)
	);
	wire cond_state;
	assign control_unit_mux_enable = ~cond_state | hazard;
	assign mem_read_out = control_unit_mux_enable == 1'b0 ? mem_read : 1'b0;
	assign mem_write_out = control_unit_mux_enable == 1'b0 ? mem_write : 1'b0;
	assign wb_enable_out = control_unit_mux_enable == 1'b0 ? wb_enable : 1'b0;
	assign branch_taken_out = control_unit_mux_enable == 1'b0 ? branch_taken : 1'b0;
	assign status_write_enable_out = control_unit_mux_enable == 1'b0 ? status_write_enable : 1'b0;
	assign execute_command_out = control_unit_mux_enable == 1'b0 ? execute_command : 4'b0;
	wire[4 - 1:0] reg_file_src1, reg_file_src2;
	assign reg_file_src1 = instruction_in[19:16];
	assign reg_file_src2 = mem_write_out ? instruction_in[15:12] : instruction_in[3:0];
	assign src2_out = reg_file_src2; 
	RegisterFile register_file(
		.clk(clk), 
		.rst(rst),
    	.src1(reg_file_src1), 
		.src2(reg_file_src2),
		.dest_wb(wb_dest),
		.result_wb(wb_value),
    	.wb_enable(wb_enable_WB),
		.reg1(reg_file_out1), .reg2(reg_file_out2)
	);
	Condition_Check condition_check(
		.cond(instruction_in[31:28]),
		.stat_reg(status_register_in),
		.cond_state(cond_state)
    );
	assign shift_operand = instruction_in[11:0];
	assign signed_immediate = instruction_in[23:0];
	assign dest_reg_out = instruction_in[15:12];
	assign immediate_out = instruction_in[25];
endmodule
module RegisterFile (
	clk, 
    rst, 
    src1, 
    src2, 
    dest_wb, 
	result_wb,  
    wb_enable,
	reg1, 
    reg2
);
    input clk, rst;
    input [4 - 1 : 0] src1, src2, dest_wb;
	input[32 - 1:0] result_wb;
    input wb_enable;
	output [32 - 1:0] reg1, reg2;
    reg[32 - 1:0] data[0:16 - 1];
    always @(negedge clk, posedge rst) begin
		if (rst) begin
            data[0] <= 32'd0;
            data[1] <= 32'd1;
            data[2] <= 32'd2;
            data[3] <= 32'd3;
            data[4] <= 32'd4;
            data[5] <= 32'd5;
            data[6] <= 32'd6;
            data[7] <= 32'd7;
            data[8] <= 32'd8;
            data[9] <= 32'd9;
            data[10] <= 32'd10;
            data[11] <= 32'd11;
            data[12] <= 32'd12;
            data[13] <= 32'd13;
            data[14] <= 32'd14;
            data[15] <= 32'd15;
        end
        else if (wb_enable) data[dest_wb] <= result_wb;
	end
    assign reg1 = data[src1];
    assign reg2 = data[src2];
endmodule 
</file>
<file path="flow/run.sh">
#!/bin/bash
# OpenROAD 26Q1-2900-gdf79404cd8, Yosys 0.63+post, stock flow scripts
make -C /OpenROAD-flow-scripts/flow DESIGN_CONFIG=/design/flow/config.mk WORK_HOME=/design/flow/orfs finish
</file>
==> qor.txt <==
Status: complete, no violations
Kind of critical path: reg -> out
Register area share after synthesis: 48.8%
Adder share: 0.0949%
Post-CTS Setup Bufs: 0
Die area: 0.0890 mm^2
Cts hold-fix bufs: 0
Clock Path Buffers: 3
Area growth syn-to-layout: 17.9%
Sw Ratio: 27.7%
Sequential share of power: 47.3%
NetSw: 1.66 mW
Async SR Flop Fraction: 100%
CTS tree: yes
CTS H-tree lvls: 2
Vias/cell: 6.20
Mux area share: 23.2%
Crit path DAT: 7.68 ns
Post-route ant nets: 0
Initial antenna violation count: 3
Combinational share of power: 17.4%
Reg with most FFs: register_file.data
Post-synth top area cell: dfrtn_1
XOR-XNOR Cells, Area Fraction: 0.0997%
GPL Wtd Cong: 0.889
YS warnings: 4
Top flop regs: register_file.data: 512 flops
DRC errors left: 0
Top cells by count: mux2_2 (516), dfrtn_1 (480), a22oi_1 (398)
Fp util: 30.3%
Avg Cell Area, Syn: 12.1 um^2
Crit path required time: 8.56 ns
Die W: 298 um
Distinct lib cells: 45
Setup crit start kind: flop
Num ports: 263
Most numerous cell in the Yosys netlist: mux2_2
Total design power: 5.98 mW
WL final: 102 mm
First-pass GRT wire length: 148 mm
Pins Over Slew Limit: 0
Root Buffer: clkbuf_16
Vias in the first global route: 21400
Max_cap viols: 0
TNS Setup: 0 ns
Die height: 298 um
Crit path launch: register_file.data[15][3]
Final setup violation count: 0
Sink Count: 512
Hold crit path type: reg -> reg
Ys cells: 2172
Worst R2R Start: register_file.data[13][1]
Pre-antenna DRT Iters: 9
RSZ-0062 raised after global routing: no
Ant diodes: 0
Main area contributors after synthesis: dfrtn_1 (46%), mux2_2 (22%), a22oi_1 (11%)
Power Density: 193 mW/mm^2
Synth top area share: 45.6%
Hold Crit Start: register_file.data[3][28]
Top comb family, area: multiplexers
Insertion Delay late pin: 0.59 ns
Simple Share, Synth: 5.39%
Normalized max-slew margin: 41.7%
Largest net degree at the start of global routing: 109
Count of cells resized by post-cts repair: 0
# rows: 108
CP Capture Type: output port
Pint: 4.32 mW
Core area: 0.0869 mm^2
Max reg flops: 512
Vias post-DR: 21200
Area of the mapped netlist: 0.0264 mm^2
Routed len/inst: 29.8 um
Clock-pin slew of the registers on the worst-case setup and hold paths: 0.04 ns
CTS Buf Count: 54
AO/OA Area Share: 16.8%
Port bufs: 174
Ys flops: 512
Starting DRT DRC Count: 2201
Commonest flop: dfrtn_1
Share of post-route cells with drive strength above 1: 33.2%
Final HPWL DP: 50.6 mm
Leakage: 12.2 nW
Log Warnings: 61
Filler instances: 8130
EDFF count, synth: 0
GRT overflow: 0
Clk_skew: 0 ns
Worst-margin pin slew: 0.874 ns
Clock group share of total power: 35.3%
Max FO, Critical Path: 3
Yosys stat chip area: 0.0264 mm^2
Peak supply drop: 117 uV
Syn Inst Count: 2172
Hold Vio Cnt, Final: 0
GRT Total Usage: 23.2%
## worst max-delay path, stage by stage (launching register included)
cell and delay (ns):
dfstp_2 0.53, a22oi_1 0.08, nand4_1 0.15, o22a_1 0.36, clkdlybuf4s50_1 0.57
## logic make-up after synthesis
group,Yosys count
multiplexers,534
XOR/XNOR,3
AND-OR/OR-AND,593
adder cells (fa/ha/maj),2
buffers and inverters,275
flip-flops,512
AND/OR/NAND/NOR,253
## final cells by class
type	instances	area (um^2)	share of cell area, %
sequential	512	12900	41.4
multi-input combinational	1385	12300	39.5
timing repair buffer	236	2410	7.75
clock buffer	78	1600	5.16
tap	1155	1450	4.65
clock inverter	54	460	1.48
inverter	5	22.5	0.0725
## path summary, 6_finish.rpt
path                                              to  depth (start not counted)  slack [ns]
min reg2reg                register_file.data[3][28]                          1        0.48
min in group asynchronous  register_file.data[1][28]                          2        7.18
max reg2reg                register_file.data[13][1]                          1        9.89
min                        register_file.data[3][28]                          1        0.48
max in group asynchronous  register_file.data[12][9]                          4        2.29
max                                 reg_file_out2[3]                          4        0.88
## cells in the final DEF, fill, tap and decap left out, drive strengths merged, types with 8 or more instances in the layout
cell type,n
mux2,516
dfrtn,480
a22oi,398
clkdlybuf4s50,174
nand4,106
clkbuf,78
a21oi,69
o22a,64
buf,62
nand3,40
inv,38
dfstp,32
nor2,30
nand2,28
a221oi,26
a22o,25
mux2i,18
nor2b,13
nand2b,12
clkinv,11
bufinv,9
nor3,8
## routing by layer
layer / vias to the layer above / track usage [%] / part of all wire (%)
met1: 10600 / 29.6 / 37
met3: 439 / 12.5 / 15
met4: 6 / 10.3 / 5.7
li1: 8484 / - / -
met5: - / 0.370 / 0.033
met2: 1705 / 32.8 / 42
## power by group through the flow
| stage | logic [mW] | clock network [mW] | registers, mW |
|---|---|---|---|
| CTS | 1.04 | 2.13 | 2.82 |
| global route | 1.12 | 2.21 | 2.89 |
| finish | 1.04 | 2.11 | 2.83 |
## per-stage QoR
stage	hold WS (ns)	worst slack, ns	utilization, %	area (um^2)	std cells
finish	0.481	0.880	35.8	31100	3425
global route	0.489	0.770	35.8	31100	3425
CTS	0.480	0.848	35.8	31100	3425
detailed placement	0.480	0.858	33.4	29000	3294
global placement	0.475	0.895	33.4	29000	3294
floorplan	0.463	-3.49	-	26400	2172
Power figures rest on the tool's default switching activity, not on a simulated workload.
